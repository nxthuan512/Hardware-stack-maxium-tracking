==> flow/design.v <==
module tt_stack (
    input  wire         	iclk,
    input  wire         	ireset,
    output wire         	oready,
    input  wire         	ireq_valid,
    input  wire         	ireq_op,              
    input  wire [32-1:0]  	ireq_push_data,
    output reg	         	oresp_valid,
    output wire [32-1:0]  	oresp_pop_data,
    output wire [32-1:0]  	oresp_error_code,
    output wire         	omax_data_valid,
    output wire [32-1:0]  	omax_data,
    output wire [8-1:0]   omem_addr,
    output wire [32-1:0]  	omem_write_data,
    output wire         	omem_write_enable,
    input  wire [32-1:0]  	imem_read_data
);
reg	 	[8:0]		counter;
reg		[32-1:0]	s1_tswrdata;
wire				track_stack_write_en;
wire	[8-1:0]	track_stack_addr;		
wire	[32-1:0]	track_stack_write_data;
wire	[32-1:0]	track_stack_read_data;
wire				mem_stack_empty;
wire				mem_stack_full;
wire				mem_stack_push;
wire				mem_stack_pop;
assign oready = 1'b1;
assign mem_stack_push 		= ireq_valid & ~ireq_op && ~mem_stack_full;
assign mem_stack_pop		= ireq_valid & ireq_op && ~mem_stack_empty;
assign mem_stack_empty 		= (counter == {8{1'b0}});
assign mem_stack_full  		= (counter == {1'b1, {8{1'b0}}});
assign omem_addr			= mem_stack_push ? counter : (counter - 1'b1);
assign omem_write_enable 	= mem_stack_push;
assign omem_write_data 		= ireq_push_data;
assign oresp_pop_data		= imem_read_data;
assign oresp_error_code = 	(ireq_valid & ~ireq_op && mem_stack_full) ? 'h01 : 
							(ireq_valid & ireq_op && mem_stack_empty) ? 'h02 : 'h00;
always @ (posedge iclk)
begin
	if (ireset)
	begin
		counter	<= {(8+1){1'b0}};
	end
	else
	begin
		if (mem_stack_push)
			counter	<= counter + 1'b1;
		if (mem_stack_pop)
			counter	<= counter - 1'b1;
	end
end
always @ (posedge iclk)
begin
	oresp_valid	<= ireset ? 1'b0: mem_stack_pop;
end
assign track_stack_write_en 	= mem_stack_push;
assign track_stack_addr			= omem_addr;
assign track_stack_write_data	= (s1_tswrdata > ireq_push_data) ? s1_tswrdata : ireq_push_data;
always @ (posedge iclk)
	s1_tswrdata	<= ireq_push_data;
assign omax_data  		= track_stack_read_data;
assign omax_data_valid 	= oresp_valid & (imem_read_data == track_stack_read_data);
single_port_mem TRACK_STACK_00
(
	.iclk				(iclk),
	.iwe				(track_stack_write_en), 
	.iaddr				(track_stack_addr),
	.idata				(track_stack_write_data),
	.oq					(track_stack_read_data)
);
endmodule
module single_port_mem
(
	input				iclk,
	input 				iwe, 
	input 	[8-1:0] 	iaddr,
	input 	[32-1:0]	idata,
	output 	[32-1:0]	oq
);
	reg	 	[32-1:0]	sp_mem [0:(2**8)-1];		
	reg 	[8-1:0] 	addr_reg;
	always @ (posedge iclk)
	begin
		if (iwe)
			sp_mem[iaddr] <= idata;		
		addr_reg <= iaddr;		
	end
	assign oq = sp_mem[addr_reg];
endmodule
==> flow/run.sh <==
#!/bin/bash
# OpenROAD 26Q1-2900-gdf79404cd8, Yosys 0.63+post, stock flow scripts
make -C /OpenROAD-flow-scripts/flow DESIGN_CONFIG=/design/flow/config.mk WORK_HOME=/design/flow/orfs finish
==> flow/config.mk <==
export PLATFORM = sky130hd
export DESIGN_NAME = tt_stack
export DESIGN_NICKNAME = tt_stack
export VERILOG_FILES = /design/flow/design.v
export SDC_FILE = /design/flow/constraint.sdc
export NUM_CORES = 4
export LEC_CHECK = 1
export CORE_UTILIZATION = 30
export SYNTH_MEMORY_MAX_BITS = 65536
==> flow/constraint.sdc <==
current_design tt_stack

set clk_period 220.4
set clk_io_pct 0.2

create_clock -name clk0 -period $clk_period [get_ports {iclk}]

set non_clock_inputs [all_inputs -no_clocks]
set_input_delay [expr $clk_period * $clk_io_pct] -clock clk0 $non_clock_inputs
set_output_delay [expr $clk_period * $clk_io_pct] -clock clk0 [all_outputs]
==> flow_summary.ini <==
; yosys + openroad results
[logic_synthesis]
ys_seq_elements = 8242
synth_cell_type_count = 89
post_synth.cell_area_avg_sq_um = 21.8
syn_area_sq_um = 319000
post-synth-top-area-cell = sky130_fd_sc_hd__edfxtp_1
postSynthCellCount = 14633
synth-edff-count = 8192
ys_cells = 14633
dominantRegCellSynth = sky130_fd_sc_hd__edfxtp_1
synthTopCellsByArea = sky130_fd_sc_hd__edfxtp_1, sky130_fd_sc_hd__mux4_2, sky130_fd_sc_hd__mux2i_1
ys_area_sq_um = 319000
synthArstFlopShare_pct = 0
top_cell = sky130_fd_sc_hd__edfxtp_1
synth_seq_share_pct = 77.4
yosys.area.top_type_share_pct = 77.0
synth-warning-count = 2
yosys-top-cells-count = sky130_fd_sc_hd__edfxtp_1, sky130_fd_sc_hd__mux4_2, sky130_fd_sc_hd__mux2i_1

[placed_design]
post_dp_cell_area_sq_um = 344000
gpl_wtd_cong = 0.942
port-buffer-count = 176
detailedPlace.worstSlack_ps = 127740
hpwl_microns = 717000

[clocking]
clkLatencyLatePin_ps = 1210
clock_tree.root_cell = sky130_fd_sc_hd__clkbuf_16
cts_hold_buffers = 0
cts.sink_count = 8242
cts.repair.resized = 0
clock_tree.buffer_depth = 5
cts_inserted_buffers = 831
tritoncts = yes
htree_num_levels = 6
count_of_buffers_added_by_post_cts_timing_repair_for_setup = 0
path_clk_slew_ps = 80

[final_timing]
final_period_minus_worst_setup_slack_ps = 93070
finalClockSkew_ps = 162
worst_hold_slack_ps = 568
grt_setup_unrepaired = no
max_clock_freq_mhz = 10.7
post-route-period-util_pct = 42.2
setup_tns_ps = 0
relSlewSlack_pct = 17.6
final_critical_path_setup_slack_ps = 127330
finalSetupViolations = 0
drv_slew = 0
max_slew.worst_pin.slew_ps = 1230
report.final.hold_viol_count = 0

[setup_path]
timing.critical_path.required_ps = 176320
critPathArrivalTime_ps = 48990
startpoint_types = input pin
critical_path_maximum_fanout = 16
rr_worst_depth = 15
crit_chain = clkdlybuf4s50_1 -> xnor2_2 -> buf_4 -> nor3_4 -> buf_4 -> or4_1 -> or4_1 -> buf_4 -> nor4_1 -> and4_1 -> clkdlybuf4s50_1
setup.worst_path.end_class = output pin
crit_path_top_delay_cell = sky130_fd_sc_hd__or4_1
worst_path_dominant_cell_family = simple AND/OR/NAND/NOR gates
critical_path_depth = 11
worst-path-buf-inv = 5
cp_common_cell = sky130_fd_sc_hd__buf_4
critical_path.max_stage_delay_ps = 1000
worst-setup-path-type = in2out

[final_layout]
drive_above_1_share_pct = 27.7
postLayoutCellArea_sq_um = 371000
filler_cell_count = 95977
area_delta_synth_final_pct = 16.0

[floorplan]
floorplan.core_area_sq_um = 1060000
die_x_microns = 1030
floorplan.rows = 378
ioPinCount = 208
die-height_microns = 1030
fp_util_pct = 30.1
chipArea_sq_um = 1070000

[routing]
detail_route.iter0.violations = 13708
antenna_viol_nets_final = 0
first_pass_iters = 9
detail_route.drc_violations = 0
avgViaCountPerCell = 5.39
avgRoutedWirePerCell_microns = 37.1
postRouteWirelength_microns = 1140000
via_count = 165733

[global_routing]
grt_pass1_wl_microns = 1520000
grt_max_degree = 129
grt_antenna_before_repair = 123
grt-ovfl-total = 0
gr-usage-all-layers_pct = 22.8
number_of_global_route_vias_before_repair = 176671

[pwr]
vdd_ir_drop_max_v = 0.0000129
power.static_leakage_uw = 0.116
power.density_nw_per_um2 = 12.2

[status]
run_status = completed

[run]
openroad.warnings = 37
maxCapViolations = 0

[worst_hold_path]
worstHoldPathCells = 2
hold_path.class = reg2reg
## worst reg2reg max path: stages (launching register included)
cell and delay, ps:
sky130_fd_sc_hd__dfxtp_1 410, sky130_fd_sc_hd__inv_1 220, sky130_fd_sc_hd__ha_1 400, sky130_fd_sc_hd__nand3_1 240
sky130_fd_sc_hd__nor3_1 240, sky130_fd_sc_hd__nand2_1 130, sky130_fd_sc_hd__nand2b_1 80, sky130_fd_sc_hd__buf_4 370
sky130_fd_sc_hd__nand2_1 160, sky130_fd_sc_hd__nor3_1 160, sky130_fd_sc_hd__a21oi_1 60, sky130_fd_sc_hd__o22a_1 450
sky130_fd_sc_hd__or3_2 850, sky130_fd_sc_hd__buf_4 420, sky130_fd_sc_hd__nor2_4 890, sky130_fd_sc_hd__buf_4 650
## flip-flops by register name, summed over array words and instances (netlist names), named ones only
| name | flops |
|---|---|
| TRACK_STACK_00.sp_mem | 8192 |
| s1_tswrdata | 32 |
| counter | 9 |
| oresp_valid | 1 |
## per-stage QoR
stage          power [uW]  instances  util, %
2_1_floorplan        2420      14662        -
3_3_place_gp         3130      29081     32.5
3_5_place_dp         3130      29081     32.5
4_1_cts              4480      30558     34.9
5_1_grt              4620      30653     34.9
6_report             4520      30733     35.0
## per-layer routing
metal,part of all wire (%),vias to the layer above,GRT usage [%]
met2,42,15568,30.4
met3,24,2913,25.1
met4,6.4,272,11.4
met1,26,82624,19.4
met5,1.2,-,9.99
li1,-,64356,-
## kinds of logic (layout without fill, tap and decap cells)
group                    Yosys count  count (layout)  synth area share (%)
AND-OR/OR-AND                   1199            1199                  2.61
XOR/XNOR                          31              31                0.0850
adder cells (fa/ha/maj)           34              34                 0.133
buffers and inverters            979            2816                  2.01
flip-flops                      8242            8242                  77.4
multiplexers                    2604            2604                  15.6
other                              2             205               0.00235
AND/OR/NAND/NOR                 1542            1542                  2.24
## final timing paths
check / slack, ps / to / from
setup / recovery: 127330 / omax_data_valid / imem_read_data[20]
hold / removal: 570 / counter[8] / counter[8]
setup reg to reg: 214310 / TRACK_STACK_00.sp_mem[120][1] / counter[0]
hold reg to reg: 570 / counter[8] / counter[8]
## cells in the final DEF, fill, tap and decap left out, types with 28 or more instances in the layout
cell type / count
sky130_fd_sc_hd__mux4_1: 43
sky130_fd_sc_hd__nor3_1: 126
sky130_fd_sc_hd__nand3_1: 120
sky130_fd_sc_hd__mux2i_1: 642
sky130_fd_sc_hd__clkdlybuf4s50_1: 176
sky130_fd_sc_hd__mux2_8: 32
sky130_fd_sc_hd__clkinv_2: 146
sky130_fd_sc_hd__o21ai_0: 130
sky130_fd_sc_hd__a31oi_1: 57
sky130_fd_sc_hd__clkbuf_16: 840
sky130_fd_sc_hd__nand2_1: 495
sky130_fd_sc_hd__nor2_4: 261
sky130_fd_sc_hd__and3_1: 36
sky130_fd_sc_hd__mux4_2: 1823
sky130_fd_sc_hd__edfxtp_1: 8192
sky130_fd_sc_hd__o22ai_1: 147
sky130_fd_sc_hd__inv_1: 55
sky130_fd_sc_hd__a221oi_1: 68
sky130_fd_sc_hd__a22o_1: 32
sky130_fd_sc_hd__clkinv_1: 187
sky130_fd_sc_hd__o211ai_1: 32
sky130_fd_sc_hd__clkbuf_1: 173
sky130_fd_sc_hd__mux2_2: 64
sky130_fd_sc_hd__bufinv_16: 67
sky130_fd_sc_hd__nor2_1: 149
sky130_fd_sc_hd__dfxtp_1: 42
sky130_fd_sc_hd__a211oi_1: 63
sky130_fd_sc_hd__a21oi_1: 175
sky130_fd_sc_hd__nand4_1: 46
sky130_fd_sc_hd__conb_1: 31
sky130_fd_sc_hd__ha_1: 34
sky130_fd_sc_hd__buf_4: 1083
sky130_fd_sc_hd__clkinvlp_4: 28
sky130_fd_sc_hd__diode_2: 174
sky130_fd_sc_hd__a22oi_1: 297
sky130_fd_sc_hd__nor4_1: 43
## layout make-up
cell class | instances | area, sq um | share of cell area, %
clock buffers | 1013 | 21700 | 5.85
multi-input cells | 5441 | 69200 | 18.7
well taps | 14060 | 17600 | 4.75
clock inverters | 464 | 4130 | 1.11
repair buffers | 1278 | 10300 | 2.77
flip-flops and latches | 8242 | 247000 | 66.7
inverters | 61 | 259 | 0.0699
diodes | 174 | 435 | 0.118
## where the power goes
part	total (uW)	switching [uW]	internal [uW]
clock	1370	595	774
sequential	1780	14.1	1760
combinational	1380	967	409
total	4520	1580	2950
Power is estimated from default activity; no workload was simulated.
